## ./design.v

```verilog
module	beep(clk,rst_n,key,beep_out);
	input	clk,rst_n;
	input	[3:0]key;
	output	reg	beep_out;
	reg	[15:0]cnt;
	reg	[15:0]frep;
	always@(posedge clk,negedge	rst_n)
		begin
			if(!rst_n)
				cnt<=16'd0;
			else
				if(cnt==frep)
					cnt<=16'd0;
				else
					cnt<=cnt+1'b1;
		end
	always@(posedge	clk,negedge	rst_n)
		begin
			if(!rst_n)
				beep_out<=1'b1;
			else
				begin
					if(cnt==frep)
						beep_out<=~beep_out;
					else
						beep_out<=beep_out;
				end
		end
	always@(*)
   begin
	 case(key)
	   4'b1110:frep=16'd47774; 
		4'b1101:frep=16'd42568; 
		4'b1011:frep=16'd37919; 
		4'b0111:frep=16'd35791; 
	 default:frep=16'b0;
	 endcase
	end
endmodule
module	counter(key,clk,rst_n,data);
	input	clk,rst_n;
	input	[3:0]key;
	output	reg[23:0]data;
	reg	[25:0]cnt;
	reg	[3:0]miao_l,miao_h,fen_l,fen_h,shi_l,shi_h;
	parameter	T1s=50_000_000;
	reg	stop;
	always@(posedge	clk,negedge	rst_n)
		begin
			if(!rst_n)
				stop<=1'b0;
			else
				begin
					if(key[0]==1'b0)
						stop<=~stop;
					else
						stop<=stop;
				end
		end
	always@(posedge clk,negedge rst_n)
		begin
			if(!rst_n)
				begin
					cnt<=26'd0;
				end
			else
				begin
					if(stop)
						cnt<=cnt;
					else
						begin
							if(cnt==T1s-1'b1)
								begin
									cnt<=26'd0;
								end
							else
								begin
									cnt<=cnt+1'b1;
								end
						end
				end
		end
	wire	flag;
	assign	flag=(cnt==T1s-1'b1)?1'b1:1'b0;
	always@(posedge	clk,negedge	rst_n)
		begin
			if(!rst_n)
			begin
				data[3:0]<=4'd0;
				miao_l<=4'd0;
			end
			else
				begin
					if(miao_l==4'd10)
						miao_l<=4'd0;
					else
						begin
							if(flag||(key[2]==1'b0))
								miao_l<=miao_l+1'b1;
							else
								data[3:0]<=miao_l;
						end
				end
		end
	always@(posedge	clk,negedge	rst_n)
		begin
			if(!rst_n)
				begin
					data[7:4]<=4'd0;
					miao_h<=4'd0;
				end
			else
				begin
					if(miao_h==4'd6)
						miao_h<=4'd0;
					else
						begin
							if(miao_l==4'd10)
								miao_h<=miao_h+1'b1;
							else
								data[7:4]<=miao_h;
						end
				end
		end
	always@(posedge	clk,negedge	rst_n)
		begin
			if(!rst_n)
				begin
					data[11:8]<=4'd0;
					fen_l<=4'd0;
				end
			else
				begin
					if(fen_l==4'd10)
						fen_l<=4'd0;
					else
						begin
							if(miao_h==4'd6||key[3]==1'b0)
								fen_l<=fen_l+1'b1;
							else
								data[11:8]<=fen_l;
						end
				end
		end
	always@(posedge	clk,negedge	rst_n)
		begin
			if(!rst_n)
				begin
					data[15:12]<=4'd0;
					fen_h<=4'd0;
				end
			else
				begin
					if(fen_h==4'd6)
						fen_h<=4'd0;
					else
						begin
							if(fen_l==4'd10)
								fen_h<=fen_h+1'b1;
							else
								data[15:12]<=fen_h;
						end
				end
		end
	always@(posedge	clk,negedge	rst_n)
		begin
			if(!rst_n)
				begin
					data[19:16]<=4'd0;
					shi_l<=4'd0;
				end
			else
				begin
					if((shi_h==1'b0||shi_h==1'b1)&&shi_l==10||(shi_h==2'd2&&shi_l==3'd4))
						shi_l<=4'd0;
					else
						begin
							if(fen_h==4'd6||key[1]==1'b0)
								shi_l<=shi_l+1'b1;
							else
								data[19:16]<=shi_l;
						end
				end
		end
	always@(posedge	clk,negedge	rst_n)
		begin
			if(!rst_n)
				begin
					data[23:20]<=4'd0;
					shi_h<=4'd0;
				end
			else
				begin
					if(shi_h==2'd2&&shi_l==3'd4)
						shi_h<=4'd0;
					else
						if((shi_h==1'b0||shi_h==1'b1)&&shi_l==10||(shi_h==2'd2&&shi_l==3'd4))
							shi_h<=shi_h+1'b1;
						else
							data[23:20]<=shi_h;
				end
		end
endmodule
module	display(data,clk,rst_n,sel,seg);
	input	[23:0]data;
	input	clk,rst_n;
	output	reg[2:0]sel;
	output	reg[7:0]seg;
	reg	[15:0]cnt;
	parameter	T1ms=50_000;
	always@(posedge	clk,negedge	rst_n)
		begin
			if(!rst_n)
				cnt<=16'd0;
			else
				begin
					if(cnt==T1ms-1'b1)
						cnt<=16'd0;
					else
						cnt<=cnt+1'b1;
				end
		end
	wire	flag;
	assign	flag=(cnt==T1ms-1'b1)?1'b1:1'b0;
	reg	[2:0]state;
	reg	[3:0]show_data;
	always@(posedge	clk,negedge	rst_n)
		begin
			if(!rst_n)
				begin
					sel<=3'd7;
					state<=3'd0;
				end
			else
				begin
					case(state)
						3'd0	:begin
									if(flag)
										state<=3'd1;
									else
										begin
											show_data<=data[23:20];
											sel<=3'd0;
											state<=3'd0;
										end
								end
						3'd1	:begin
									if(flag)
										state<=3'd2;
									else
										begin
											show_data<=data[19:16];
											sel<=3'd1;
											state<=3'd1;
										end
								end
						3'd2	:begin
									if(flag)
										state<=3'd3;
									else
										begin
											show_data<=data[15:12];
											sel<=3'd2;
											state<=3'd2;
										end
								end
						3'd3	:begin
									if(flag)
										state<=3'd4;
									else
										begin
											show_data<=data[11:8];
											sel<=3'd3;
											state<=3'd3;
										end
								end
						3'd4	:begin
									if(flag)
										state<=3'd5;
									else
										begin
											show_data<=data[7:4];
											sel<=3'd4;
											state<=3'd4;
										end
								end
						3'd5	:begin
									if(flag)
										state<=3'd0;
									else
										begin
											show_data<=data[3:0];
											sel<=3'd5;
											state<=3'd5;
										end
								end
						default	:state<=3'd0;
					endcase
				end
		end
	always@(*)
	  begin
	      if(!rst_n)
			  begin
			    seg=8'b1111_1111;
			  end
			else
			  begin
			    case(show_data)
				     0: seg=8'b1100_0000;
                 1: seg=8'b1111_1001;
					  2: seg=8'b1010_0100;
					  3: seg=8'b1011_0000;
					  4: seg=8'b1001_1001;
					  5: seg=8'b1001_0010;
					  6: seg=8'b1000_0010;
					  7: seg=8'b1111_1000;
					  8: seg=8'b1000_0000;
					  9: seg=8'b1001_0000;
					  default :seg=8'b0000_0000;
				 endcase
			  end
	  end
endmodule
module	key_module(clk,rst_n,key,key_out);
	input	clk,rst_n;
	input	[3:0]key;
	output	reg[3:0]	key_out;
	reg	[23:0]cnt;
	parameter	T20ms=10_000_000;
	localparam	key_in=4'b1111;
	reg	key_press;
	always@(posedge	clk,negedge	rst_n)
		begin
			if(!rst_n)
				key_press<=1'b0;
			else
				if(key_in^key)
					key_press<=1'b1;
				else
					key_press<=1'b0;
		end
	always@(posedge	clk,negedge	rst_n)
		begin
			if(!rst_n)
				begin
					cnt<=24'd0;
					key_out<=4'b1111;
				end
			else
				begin
					if(cnt==T20ms)
					begin
						cnt<=24'd0;
						if(key_press)
							key_out<=key;
						else
							key_out<=4'b1111;
					end
					else
						begin
							cnt<=cnt+1'b1;
							key_out<=4'b1111;
						end
				end
		end
endmodule
module	shizhong(clk,key,rst_n,seg,sel,beep_out);
	input	clk,rst_n;
	input	[3:0]key;
	output	[7:0]seg;
	output	[2:0]sel;
	output	beep_out;
	wire	[3:0]key_l;
	wire	[23:0]data;
	counter	counter(
		.clk(clk),
		.rst_n(rst_n),
		.key(key_l),
		.data(data)
	);
	display	display(
		.data(data),
		.clk(clk),
		.rst_n(rst_n),
		.sel(sel),
		.seg(seg)
	);
	key_module	key_module(
		.clk(clk),
		.rst_n(rst_n),
		.key(key),
		.key_out(key_l)
	);
	beep	beep(
		.clk(clk),
		.rst_n(rst_n),
		.key(key),
		.beep_out(beep_out)
	);
endmodule
```

## ./run.sh

```bash
#!/bin/bash
# OpenROAD 26Q1-2900-gdf79404cd8, Yosys 0.63+post, stock flow scripts
make -C /OpenROAD-flow-scripts/flow DESIGN_CONFIG=/design/flow/config.mk WORK_HOME=/design/flow/orfs finish
```

## ./config.mk

```make
export PLATFORM = sky130hd
export DESIGN_NAME = shizhong
export DESIGN_NICKNAME = shizhong
export VERILOG_FILES = /design/flow/design.v
export SDC_FILE = /design/flow/constraint.sdc
export NUM_CORES = 4
export LEC_CHECK = 1
export CORE_UTILIZATION = 30
```

## ./constraint.sdc

```tcl
current_design shizhong

set clk_period 4.7
set clk_io_pct 0.2

create_clock -name clk0 -period $clk_period [get_ports {clk}]

set non_clock_inputs [all_inputs -no_clocks]
set_input_delay [expr $clk_period * $clk_io_pct] -clock clk0 $non_clock_inputs
set_output_delay [expr $clk_period * $clk_io_pct] -clock clk0 [all_outputs]
```

==> notes.md <==
Latest figures from synthesis and place and route.

A synthesized cell averages 10.00 sq um. The flow ran to the end, and the final reports show no timing, DRC or antenna violations. The flow reports that the clock network draws 48.2% of the design power. The die is 163.8 um wide. The main area contributors are sky130_fd_sc_hd__dfrtp_1, sky130_fd_sc_hd__xnor2_1, sky130_fd_sc_hd__xor2_1, sky130_fd_sc_hd__nand2_1, sky130_fd_sc_hd__nor2_1. The initialized floorplan defines 58 standard-cell rows. According to the timing report, the critical path is launched from key[2]. The fraction of power consumed by combinational cells is 2.6%. The number of global-route vias before repair is 5165. Of the total power, registers draw 49.3%.

TritonCTS built the clock tree. The data arrival at the endpoint of the critical path is 3.63 ns. The post-CTS hold buffer count recorded in the log is 0. The stage logs contain a warning count of 37.

The die extent in y is 163.8 um. Across all hold checks on the routed design, the worst slack comes to 0.4405 ns. The initial detailed-routing violation count is 284. The count of cell types in the netlist is 71. The worst-margin pin slew is 0.8423 ns. The portion of the clock cycle consumed by the worst path in the final layout is 69.67%. After filler insertion, the fill cell instance count of the layout stands at 2502.

STA classifies the critical path endpoint as a flop. The post-CTS repair timing setup buffer count is 0. The final max-slew violation count is 0. The share of the core filled by cells before placement is 30.91%. Per the final layout report, the fraction of cells sized above drive strength 1 comes to 10.01%. The chip area from the yosys synthesis statistics is 7850 sq um. The average wire per cell in the routed design is 12.25 um. The synthesized design contains 4 enable-type register cells.

After routing, the total negative slack on setup checks comes to 0 ns. Per the finish-stage timing summary, setup violations number 0. The top cell type by total area after synthesis is sky130_fd_sc_hd__dfrtp_1. In this run the full chip footprint comes out at 26820 sq um. After synthesis, the largest area contributor takes up 43.67% of total cell area. The capture point of the critical path was reported as beep.beep_out$_DFFE_PN1N_.

By instance count after routing, the leading logic cell types are sky130_fd_sc_hd__dfrtp_1, sky130_fd_sc_hd__nand2_1, sky130_fd_sc_hd__nor2_1, sky130_fd_sc_hd__xnor2_1, sky130_fd_sc_hd__xor2_1. Per the detail_route report, vias per standard cell equal 4.716. Per the detail_route report, the via count comes to 5372. Looking at the cell usage after synthesis, the top flip-flop cell is sky130_fd_sc_hd__dfrtp_1. Per the post-CTS timing run, clock transition at the registers of the reported paths is 0.06 ns.

The launch instance of the worst register-to-register path is display.cnt[0]$_DFF_PN0_. The number of register bits inferred by synthesis is 158. The area growth from synthesis to layout is 13.88%. After layout, the minimum clock period comes to 3.274 ns.

The count of unresolved DRC violations after routing is 0. The top-level port count is 18. The wire-length estimate of the detail-placed layout is 9.214 mm. The proportion of register bits with asynchronous set or reset after synthesis is 92.41%. Once detail routing completed, the nets flagged for antenna violations numbered 0.

The largest voltage drop on the vdd net is 0.0002257 V. The post-synthesis instance total is 785. The required time at the worst endpoint is listed as 5.05 ns. The weighted congestion reported at the end of routability-driven placement is 0.8510. The number of antenna violations at the first check in global routing is 0.

The wire length after detailed routing is 13.95 mm. The share of the yosys chip area belonging to registers is 50.26%. The total antenna diodes in the routed design is 0.

The worst hold path class is reg -> reg. The core region is 25400 sq um. The number of input and output port buffers inserted is 17. In this run the tightest slew margin relative to its limit is 43.73%.

The number of cells upsized or downsized after cts is 0. In the final report, the number of hold violations comes to 0. Looking at the clock tree report, the root buffer type is sky130_fd_sc_hd__clkbuf_16.

The nature of the critical path startpoint is a primary input. The first-pass iteration count of the detailed router is 5. Setup repair after global routing left no endpoint under its margin.

The total congestion overflow after global routing is 0. The most frequently placed logic cell in the final layout is sky130_fd_sc_hd__dfrtp_1. The clock latency on the worst-skew pair is 0.42 ns. The critical path maximum fanout is 24.

Entering global routing, the biggest net connects 109 pins. The count of max-cap constraint violations is 0. The total leakage power is 3.918 nW.

The placed instances occupy a cell area of 8356 sq um. The Yosys step of the flow raised 4 warnings. The total power divided by cell area is 309.9 nW/um^2. The final clock skew is 0.009165 ns. The wire length of the first global-routing pass is 24.58 mm. The sink count of the clock tree is 158.

The critical path is of the in -> reg type. The deepest level of the CTS H-tree is 4. Across all register-to-register paths, the minimum setup slack is 1.80 ns. The internal portion of the total power is 2.153 mW.

The cell area after technology mapping is 7850 sq um. Overall routing resource usage recorded by global route was 11.36%. The script extracted a net switching power of 0.6180 mW.

The net switching fraction of the power is 22.31%. The CTS report gives the tree buffer count as 17. After routing the design area is 8940 sq um. In the Yosys report the total cell count is 785. For this run, the top clock speed supported by timing is 305.4 MHz. The number of cells on the worst reg-to-reg path is 8.

The maximum buffer depth of the clock tree is 2.
[worst max-delay path, stage by stage]
cell	delay (ns)
sky130_fd_sc_hd__clkdlybuf4s50_1	0.96
sky130_fd_sc_hd__nand2_2	0.20
sky130_fd_sc_hd__a211oi_1	0.31
sky130_fd_sc_hd__o211ai_1	0.12
sky130_fd_sc_hd__a2111o_1	0.41
sky130_fd_sc_hd__nor4_4	0.26
sky130_fd_sc_hd__buf_4	0.25
sky130_fd_sc_hd__xor2_1	0.16
[synth_stat cells, drive strengths merged, types with 4 or more instances]
library cell	count
or2	5
and3	14
dfstp	9
nand2b	16
xor2	42
buf	13
o22a	4
o31ai	8
a21o	4
dfrtp	137
mux2i	7
clkbuf	18
nor3	11
and4	6
nor2b	10
nand3	41
mux2	16
nand4	17
nor3b	5
inv	31
nor2	81
a21oi	21
or3	5
edfxtp	4
nand2	89
nor4b	5
o22ai	4
ha	17
a22oi	4
and2	4
a222oi	4
o21ai	37
xnor2	45
nor4	12
dfxtp	8
[cell families after synthesis]
kind of cell,share of synthesized area [%]
and+or+nand+nor,21.20
DFF,50.26
AOI/OAI and AO/OA,9.468
xor gates and xnor gates,9.707
buffers and inverters,3.379
muxes,3.283
adders and majority gates,2.710
[metrics by stage]
step,util [%],power [mW],instances,setup slack (ns)
CTS,35.20,2.815,1139,1.451
finish,35.20,2.771,1139,1.426
floorplan,-,1.422,785,2.005
global placement,32.90,1.463,1107,1.076
global route,35.20,2.877,1139,1.222
detailed placement,32.90,1.464,1107,1.018
[per-layer routing]
layer  vias to the layer above  global-route usage [%]  routed length (um)
li1                       2731                       -                   -
met1                      2557                   17.78                7217
met2                        69                   17.10                6026
met3                        15                   2.163                 473
met4                         0                   1.768                 233
met5                         -                       0                   0
[area by class of cell]
| cell class | instances | area [sq um] | share of cell area, % |
|---|---|---|---|
| clock buffers | 19 | 452.9 | 5.066 |
| clock inverters | 13 | 131.4 | 1.470 |
| inverters | 31 | 116.4 | 1.302 |
| multi-input cells | 565 | 3652 | 40.85 |
| flip-flops and latches | 158 | 3945 | 44.13 |
| well taps | 330 | 412.9 | 4.619 |
| repair buffers | 23 | 229.0 | 2.561 |
[power groups by stage]
stage	clock (mW)	sequential (mW)	combinational, mW
4_1_cts	1.38	1.36	0.0739
5_1_grt	1.43	1.36	0.0825
6_report	1.33	1.37	0.0709
[how the worst min path moves through the flow]
stage                           startpoint                           end  cells past startpoint
finish        counter.shi_h[3]$_DFFE_PN0N_  counter.shi_h[3]$_DFFE_PN0N_                      0
global route                         rst_n   counter.cnt[15]$_DFFE_PN0N_                      1
CTS           counter.shi_h[3]$_DFFE_PN0N_  counter.shi_h[3]$_DFFE_PN0N_                      0
[registers in the layout, summed over array words and instances, names as in the netlist, 16 cells and up, named ones only]
signal / cells
beep.cnt: 16
key_module.cnt: 24
counter.data: 24
display.cnt: 16
counter.cnt: 26
Power figures rest on the tool's default switching activity, not on a simulated workload.
